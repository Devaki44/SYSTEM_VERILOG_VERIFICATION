==> design.v <==
interface intf(input logic clk);
  logic rst;
  logic up_down;
  logic [3:0]count;
endinterface
module fifo(
  input clk,
  input rst,
  input en,
  input 		[3:0]	data_in,
  output 	reg	[3:0]	data_out,
  output full,
  output empty);
  reg [3:0]	fifo[0:15];
  reg [4:0]	w_ptr,r_ptr;
  always@(posedge clk)begin
    if(rst)begin
      data_out <= 0 ;
      w_ptr    <= 0 ;
      r_ptr    <= 0 ;
    end
    else begin
      if(en && !full)begin
        fifo[w_ptr] <= data_in ;
        w_ptr 		<= w_ptr + 1'b1 ;
      end
      else if(!en && !empty) begin
        data_out    <= fifo[r_ptr] ;
        r_ptr		<= r_ptr + 1'b1  ;
      end
    end
  end
  assign full = (w_ptr[4] != r_ptr[4]) && (w_ptr[3:0] == r_ptr[3:0]);
  assign empty  =  (w_ptr  == r_ptr) ;
endmodule
==> run.sh <==
#!/bin/bash
# OpenROAD 26Q1-2900-gdf79404cd8, Yosys 0.63+post, stock flow scripts
make -C /OpenROAD-flow-scripts/flow DESIGN_CONFIG=/design/flow/config.mk WORK_HOME=/design/flow/orfs finish
==> config.mk <==
export PLATFORM = sky130hd
export DESIGN_NAME = fifo
export DESIGN_NICKNAME = fifo
export VERILOG_FILES = /design/flow/design.v
export SDC_FILE = /design/flow/constraint.sdc
export NUM_CORES = 4
export LEC_CHECK = 1
export CORE_UTILIZATION = 40
export SYNTH_HDL_FRONTEND = slang
==> constraint.sdc <==
current_design fifo

set clk_period 3.4
set clk_io_pct 0.2

create_clock -name clk0 -period $clk_period [get_ports {clk}]

set non_clock_inputs [all_inputs -no_clocks]
set_input_delay [expr $clk_period * $clk_io_pct] -clock clk0 $non_clock_inputs
set_output_delay [expr $clk_period * $clk_io_pct] -clock clk0 [all_outputs]
==> notes.md <==
Notes on the physical design

Detailed placement ended at an HPWL of 3930 microns. The headroom to the max-slew limit is 0.442. The wire length recorded after detailed routing is 5980 microns. Per the placement log, port buffering inserted 12 buffers.

Entering global routing, the biggest net connects 24 pins. The number of maximum-capacitance violations is 0. The insertion delay of the later-clocked pin in the worst-skew pair is 0.34 ns. The worst hold path belongs to the class reg -> reg. The mean routed wirelength per cell is 17.9 microns. In the final report, the number of pins over their slew limit comes to 0. Hold-check failures listed in the final report amount to 0. The core region is 7890 sq um. Post-route period utilization is reported as 0.829.

The die area is 8670 sq um. The final tally of setup violations is 0. The maximum operating frequency is 355 MHz. Looking at the critical path, the highest net fanout was 17. Per STA, the startpoint of the critical path is w_ptr[2]$_SDFFE_PP0P_. The number of optimization iterations in the first detailed-route pass is 5. The number of cells on the worst hold path is 2. The H-tree was split into 3 levels.

After floorplanning, the core was divided into 32 placement rows. The clock transition at the register clock pins on the worst setup and hold paths after CTS is 0.08 ns. The number of distinct library cells after synthesis is 37. The maximum clock path buffer count is 2. The run finished with clean final reports.

The sink count of the clock tree is 78. The combinational cell area excluding buffers and inverters is 1020 sq um. The last weighted congestion value of the routability-driven placer is 0.760. 13 I/O pins were placed.

The share of the Yosys chip area taken by registers is 0.663. Fill cells in the final layout number 653. In this run the mean area of a mapped cell was 15.5 sq um. The fraction of the core area occupied by cells at floorplan is 0.421. The cell area reported after detailed placement is 3540 sq um. After layout, the minimum clock period comes to 2.82 ns. The via count of the first global-routing pass is 1,880. The element type at the critical path end is an output port. The final worst clock skew is 0.00949 ns. The synthesized netlist occupies a cell area of 3320 sq um.

The start point of the worst min-delay path is data_out[0]$_SDFFE_PP0P_. The post-synthesis instance total is 214. Counting the warning lines in the Yosys log gives 0.

Detailed-route iteration 0 reported a violation count of 82. The worst reg-to-reg setup slack is 0.94 ns. Once synthesis finished, the tally of register bits stood at 78.

The startpoint identified for the worst register-to-register timing path is w_ptr[2]$_SDFFE_PP0P_. Post-CTS repair ended up resizing 0 cells. The die outline height is 93.1 microns. Global routing finished with a remaining overflow of 0.

The kind of critical path is reg -> out. The clock root buffer is sky130_fd_sc_hd__clkbuf_8. The tool warning count for the run is 28. The number of cell instances after yosys synthesis is 214. For this run, design rule violations remaining after detail routing come to 0. The total CTS buffers is 9.

The via density per instance is 5.35. Setup repair after global routing left no endpoint under its margin. The horizontal die dimension is 93.1 microns.

The data required time reported for the critical path is 2.72 ns. The flow measured a signed area growth from synthesis to layout of 12.1%. The synthesized chip area reported by yosys is 3320 sq um.

Dividing total power by cell area gives a power density of 530 nW/um^2. The number of cell instances on the worst register-to-register path is 4. The buffers inserted during post-CTS setup optimization is 0. With fillers left out, the area of the finished cells amounts to 3720 sq um.

TritonCTS built the clock tree. The worst VDD IR drop from the latest analysis is 0.000224 V. The fraction of final layout cells with drive strength greater than 1 is 0.172. The via count is 1,792. The total inserted antenna cells is 0.

The worst setup path is launched from a flip-flop. In the global route stage, overall resource usage came out at 0.160. The first global-routing pass estimated 9570 microns of wire.

Per the layout area report, the register area comes to 2200 sq um. The leakage power figure is 0.00114 uW. Once detail routing completed, the nets flagged for antenna violations numbered 0. The initial antenna violation count is 0.

The OpenROAD report gives the critical path a data arrival time of 2.14 ns. The number of hold buffers added after CTS is 0. For the pin with the worst max-slew slack, the measured transition is 0.829 ns.

After routing, the total negative slack on setup checks comes to 0 ns.
## cell families after synthesis
logic type / share of synthesized area
flops: 0.663
compound gates: 0.0512
xor+xnor: 0.0313
fa+ha+maj: 0.0188
buf+inv: 0.0290
mux: 0.128
simple gates: 0.0780
## placed cells by master, fill, tap and decap left out, drive strengths merged, types with 8 or more instances in the layout
master | synthesis | final
clkbuf | 7 | 9
edfxtp | 64 | 64
dfxtp | 14 | 14
nor2 | 18 | 18
clkdlybuf4s50 | 0 | 12
nor3 | 8 | 8
mux2i | 10 | 10
buf | 9 | 8
xnor2 | 9 | 9
mux4 | 12 | 12
## metrics by stage
step	worst slack, ns	instances	total power (uW)	utilization	hold WS (ns)
6_report	0.581	335	1970	0.472	0.506
5_1_grt	0.433	335	2070	0.472	0.558
4_1_cts	0.549	335	1990	0.472	0.505
3_5_place_dp	0.674	320	1370	0.449	0.494
2_1_floorplan	1.19	214	1270	-	0.464
3_3_place_gp	0.785	320	1370	0.449	0.488
## layer usage
layer  vias up  wire length (microns)  global-route usage
met4         0                     51              0.0141
met3         4                    614               0.103
met1       870                   2550               0.217
met2        68                   2770               0.240
li1        850                      -                   -
met5         -                      0                   0
## worst max-delay path, stage by stage, from the launching register on
cell,delay (ns)
sky130_fd_sc_hd__dfxtp_1,0.71
sky130_fd_sc_hd__xnor2_1,0.20
sky130_fd_sc_hd__and4_1,0.30
sky130_fd_sc_hd__and2_1,0.14
sky130_fd_sc_hd__clkdlybuf4s50_1,0.45
## state kept, by name (all words and copies together), names as in the netlist
register and cells:
data_out 4, fifo 64, r_ptr 5, w_ptr 5
## cell usage after synthesis
cell type / count / area (sq um)
sky130_fd_sc_hd__edfxtp_1: 64 / 1920
sky130_fd_sc_hd__nor2_1: 18 / 67.6
sky130_fd_sc_hd__dfxtp_1: 14 / 280
sky130_fd_sc_hd__mux4_2: 12 / 270
sky130_fd_sc_hd__mux2i_1: 10 / 100
sky130_fd_sc_hd__nor3_1: 8 / 40.0
sky130_fd_sc_hd__xnor2_1: 8 / 70.1
sky130_fd_sc_hd__a211oi_1: 6 / 45.0
sky130_fd_sc_hd__clkbuf_1: 6 / 22.5
sky130_fd_sc_hd__a21oi_1: 5 / 25.0
sky130_fd_sc_hd__ha_1: 5 / 62.6
sky130_fd_sc_hd__mux2_2: 5 / 56.3
sky130_fd_sc_hd__a22oi_1: 4 / 30.0
sky130_fd_sc_hd__a31oi_1: 4 / 25.0
sky130_fd_sc_hd__buf_2: 4 / 20.0
sky130_fd_sc_hd__nand2b_1: 4 / 25.0
sky130_fd_sc_hd__nor4_1: 4 / 25.0
sky130_fd_sc_hd__nor4b_1: 4 / 35.0
sky130_fd_sc_hd__buf_4: 3 / 22.5
sky130_fd_sc_hd__inv_1: 3 / 11.3
sky130_fd_sc_hd__o211ai_1: 3 / 22.5
sky130_fd_sc_hd__nand3_1: 2 / 10.0
sky130_fd_sc_hd__nand4_1: 2 / 12.5
sky130_fd_sc_hd__nor2b_1: 2 / 12.5
sky130_fd_sc_hd__xor2_1: 2 / 17.5
sky130_fd_sc_hd__a21oi_2: 1 / 8.76
sky130_fd_sc_hd__and2_1: 1 / 6.26
sky130_fd_sc_hd__and3_1: 1 / 6.26
sky130_fd_sc_hd__and4_1: 1 / 8.76
sky130_fd_sc_hd__buf_1: 1 / 3.75
sky130_fd_sc_hd__buf_6: 1 / 11.3
sky130_fd_sc_hd__clkbuf_2: 1 / 5.00
sky130_fd_sc_hd__nand2_1: 1 / 3.75
sky130_fd_sc_hd__o21ai_0: 1 / 5.00
sky130_fd_sc_hd__o21ai_2: 1 / 8.76
sky130_fd_sc_hd__or3_1: 1 / 6.26
sky130_fd_sc_hd__xnor2_2: 1 / 16.3
## power breakdown
group | internal (uW) | switching (uW)
sequential | 1060 | 14.5
clock | 326 | 303
combinational | 127 | 144
total | 1510 | 461
## path summary, 6_finish.rpt
check                             endpoint
setup / recovery                     empty
hold reg to reg   data_out[0]$_SDFFE_PP0P_
hold / removal    data_out[0]$_SDFFE_PP0P_
setup reg to reg      fifo[2][0]$_DFFE_PP_
## layout make-up
class,instances,share of cell area
clock inverters,6,0.0145
repair buffers,20,0.0484
well taps,102,0.0343
inverters,3,0.00303
multi-input cells,117,0.275
clock buffers,9,0.0333
flip-flops and latches,78,0.592
Power and IR drop assume default switching activity.
