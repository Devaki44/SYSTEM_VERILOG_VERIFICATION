File: run.sh
#!/bin/bash
# OpenROAD 26Q1-2900-gdf79404cd8, Yosys 0.63+post, stock flow scripts
make -C /OpenROAD-flow-scripts/flow DESIGN_CONFIG=/design/flow/config.mk WORK_HOME=/design/flow/orfs finish
File: config.mk
export PLATFORM = sky130hd
export DESIGN_NAME = up_down_counter
export DESIGN_NICKNAME = up_down_counter
export VERILOG_FILES = /design/flow/design.v
export SDC_FILE = /design/flow/constraint.sdc
export NUM_CORES = 4
export LEC_CHECK = 1
export CORE_AREA = 10 10 70 70
export DIE_AREA = 0 0 80 80
export SYNTH_HDL_FRONTEND = slang
File: constraint.sdc
current_design up_down_counter

set clk_period 1.7
set clk_io_pct 0.2

create_clock -name clk0 -period $clk_period [get_ports {clk}]

set non_clock_inputs [all_inputs -no_clocks]
set_input_delay [expr $clk_period * $clk_io_pct] -clock clk0 $non_clock_inputs
set_output_delay [expr $clk_period * $clk_io_pct] -clock clk0 [all_outputs]
File: design.v
interface intf(input logic clk);
  logic rst;
  logic up_down;
  logic [3:0]count;
endinterface
module up_down_counter(
  input clk,
  input rst,
  input up_down,
  output reg[3:0]count);
  always@(posedge clk)begin
    if(rst)
      count <= 4'b0000 ;
    else begin
      if(up_down)
        count <= count + 1 ;
      else
        count <= count - 1 ;
    end
  end
endmodule
==> results.cfg <==
; implementation run metrics
[clock_network]
cts_tree = done
cts_resized = 0
cts_buffers = 3
htreeDepth = 1
clockBufferDepth = 2
path_clk_slew_ns = 0.04
cts-root-buf = clkbuf_4
clkLatencyLatePin_ns = 0.24
cts.sinks = 4
cts_hold_buf = 0
post_cts_buffers = 0

[drt]
drt_iter0_drc = 1
via_count = 159
ant_nets = 0
wl_per_cell_um = 6.65
diodes = 0
drc_errors = 0
routed_wirelength_um = 492
via_per_inst = 2.15
firstDrtPassIters = 3

[die]
die_w_um = 80
ios = 7
rows = 21
initCoreUtil_pct = 5.60
core_area_um2 = 3420
fp.dieH_um = 80
die-area_um2 = 6400

[setup_path]
critical_path.startpoint = up_down
endpoint = count[3]$_SDFF_PP0_
cp.required_ns = 1.82
r2r_cells = 4
endpoint_kind = register
worstSetupPathType = in2reg
slowest_stage = clkdlybuf4s50_1
r2r_end = count[3]$_SDFF_PP0_
critPathMaxStageDelay_ns = 0.50
cp.depth = 6
critPathLaunchType = primary input
crit_buf_inv = 2
cp_data_arrival_time_ns = 1.65
critPathTopFamily = buffers and inverters
cp_max_fo = 3
r2r_slack_ns = 0.59
rr_startpoint = count[2]$_SDFF_PP0_
path_cells = clkdlybuf4s50_1 > inv_1 > ha_1 > a21oi_1 > a21o_1 > a21oi_2

[power_and_ir_drop]
p_comb_share_pct = 32.1
netSwitchingFraction_pct = 25.8
power_uw = 358
ir_worst_vdd_v = 0.000284
powerDensity_nw_per_um2 = 1060
p_leak_uw = 0.000124
seqPwrFrac_pct = 35.1
p_int_uw = 266
power.share.clock_pct = 32.8
p_switching_uw = 92.5

[global_routing]
grt_pass1_wl_um = 772
grt_overflow = 0
grt_pass1_vias = 168
grtUsageTotal_pct = 1.62
grt.busiest_layer = met1
grt_max_degree = 5
antenna_found_initial = 0
grt.met3_usage_pct = 1.82
grt_use_met1_pct = 1.99
gr-usage-met2_pct = 1.77

[placement]
place.gp.congestion = 0.648
pre_cts_slack_ns = -0.0790
numPortBuffers = 6
placed_area_um2 = 317

[timing]
maxSlewViolCount = 0
worst_pin_slew_ns = 0.209
grt_setup_unrepaired = false
finalClockPeriodUsage_pct = 90.2
setup_viol = 0
finalWorstSetupSlack_ns = 0.167
finalHoldViolCount = 0
finClkSkew_ns = 0.00537
max_freq_mhz = 652
relSlewSlack_pct = 86.0
period_needed_ns = 1.53

[yosys]
netlist.area_leader.share_pct = 41.8
synth_flops = 4
syn_inst = 18
yosys_warnings = 0
ys_seq_share_pct = 41.8
top_cells_by_area = dfxtp_1 42%, ha_1 13%, fa_1 10%, xnor2_1 9.2%, nand3_1 5.2%
yosys-stat-area_um2 = 191
synthesis.area_um2 = 191
avgSynthCellArea_um2 = 10.6
top_area_cell = dfxtp_1
ys_cells = 18
synth_cell_types = 11

[cells_and_area]
largest_reg_flops = 4
final_cell_area_um2 = 339
drive_gt1_share_pct = 17.9
reg_top3 = count x4
regMostFlops = count
syn_to_final_growth_pct = 77.1

[job]
warning_count = 25
cap_violations = 0

[hold_path]
hold_class = reg2reg

[run_status]
outcome = finished clean
[final cells by class]
type / count / area (um2)
well taps: 46 / 57.6
inverters: 1 / 3.75
multi-input cells: 13 / 108
fillers: 397 / 3080
clock buffers: 3 / 22.5
repair buffers: 7 / 67.6
flip-flops and latches: 4 / 80.1
[placed cells by master, fill, tap and decap left out]
cell type and instances:
clkdlybuf4s50_1 6, dfxtp_1 4, clkbuf_4 3, nor2_1 2, xnor2_1 2, nand3_1 2
ha_1 2, inv_1 1, a21oi_1 1, a21o_1 1, a21oi_2 1, nor2b_1 1
fa_1 1, buf_4 1
[per-stage QoR]
step | TNS [ns] | cells | hold slack, ns | util (%)
4_1_cts | 0 | 74 | 0.498 | 9.93
3_3_place_gp | -0.103 | 71 | 0.467 | 9.27
6_report | 0 | 74 | 0.489 | 9.93
5_1_grt | 0 | 74 | 0.521 | 9.93
3_5_place_dp | -0.100 | 71 | 0.476 | 9.27
2_1_floorplan | 0 | 18 | 0.402 | -
[kinds of logic (layout without fill, tap and decap cells)]
family / Yosys count / after routing / share of synthesized area, %
adders and majority gates: 3 / 3 / 23.5
AOI/OAI and AO/OA: 3 / 3 / 11.1
and+or+nand+nor: 5 / 5 / 12.4
buffers and inverters: 1 / 11 / 1.96
DFF: 4 / 4 / 41.8
xor gates and xnor gates: 2 / 2 / 9.15
[synth_stat cells]
cell type	instances
xnor2_1	2
fa_1	1
dfxtp_1	4
ha_1	2
nor2b_1	1
inv_1	1
a21oi_1	1
nor2_1	2
a21o_1	1
nand3_1	2
a21oi_2	1
[per-layer routing]
| metal | share of wire (%) | up-vias |
|---|---|---|
| li1 | - | 81 |
| met1 | 44 | 71 |
| met2 | 39 | 7 |
| met3 | 17 | 0 |
| met4 | 0 | 0 |
| met5 | 0 | - |
[worst min path at each step]
stage | startpoint | endpoint | slack [ns] | depth (start not counted)
CTS | count[0]$_SDFF_PP0_ | count[0]$_SDFF_PP0_ | 0.50 | 1
global route | count[0]$_SDFF_PP0_ | count[0]$_SDFF_PP0_ | 0.52 | 1
finish | count[0]$_SDFF_PP0_ | count[0]$_SDFF_PP0_ | 0.49 | 1
[power groups by stage]
stage	clock, uW	sequential [uW]	combinational (uW)
after CTS	121	127	117
after global routing	131	129	131
final	118	126	115
